### flow/design.v
package alu_pkg;
typedef enum logic [3:0] {
    ALU_AND = 4'b0000,
    ALU_OR  = 4'b0001,
    ALU_ADD = 4'b0010,
    ALU_XOR = 4'b0011,
    ALU_SLL = 4'b0100,
    ALU_SRL = 4'b0101,
    ALU_SUB = 4'b0110,
    ALU_SLT = 4'b0111,
    ALU_SRA = 4'b1000
} alu_ctl_t;
endpackage : alu_pkg
import alu_pkg::*;
module alu #(parameter int DATA_WIDTH = 32) (
        input  logic [DATA_WIDTH-1:0] A_i, B_i,
        input  logic [3:0] ctl_i,
        input  logic [4:0] shamt_i,
        output logic [DATA_WIDTH-1:0] result_o,
        output logic zero_o
    );
    assign Zero = (result_o == 32'b0);
    always @(ctl_i, A_i, B_i) begin
        case(ctl_i)
            ALU_ADD: result_o = A_i + B_i;
            ALU_SUB: result_o = A_i - B_i;
            ALU_AND: result_o = A_i & B_i;
            ALU_OR:  result_o = A_i | B_i;
            ALU_XOR: result_o = A_i ^ B_i;
            ALU_SLT: result_o = (A_i < B_i) ? 1 : 0;
            ALU_SLL: result_o = A_i << shamt_i;
            ALU_SRL: result_o = A_i >> shamt_i;
            ALU_SRA: result_o = A_i >>> shamt_i;
            default: result_o = 0;
        endcase
    end
endmodule
### flow/run.sh
#!/bin/bash
# OpenROAD 26Q1-2900-gdf79404cd8, Yosys 0.63+post, stock flow scripts
make -C /OpenROAD-flow-scripts/flow DESIGN_CONFIG=/design/flow/config.mk WORK_HOME=/design/flow/orfs finish
### flow/config.mk
export PLATFORM = sky130hd
export DESIGN_NAME = alu
export DESIGN_NICKNAME = alu
export VERILOG_FILES = /design/flow/design.v
export SDC_FILE = /design/flow/constraint.sdc
export NUM_CORES = 4
export LEC_CHECK = 1
export CORE_UTILIZATION = 30
### flow/constraint.sdc
current_design alu

set clk_period 16.3
set clk_io_pct 0.2

create_clock -name clk0 -period $clk_period

set non_clock_inputs [all_inputs -no_clocks]
set_input_delay [expr $clk_period * $clk_io_pct] -clock clk0 $non_clock_inputs
set_output_delay [expr $clk_period * $clk_io_pct] -clock clk0 [all_outputs]
==> results.py <==
# Generated from Yosys and OpenROAD reports
metrics = {
    "run_status": {
        "run_status": "complete, no violations",
    },
    "run": {
        "drv_cap": 0,
        "warning_count": 97,
    },
    "place": {
        "dp.cells": 1555,
        "portBuffers": 105,
        "place_congestion": 1.08,
        "dpl.hpwl_mm": 30.3,
    },
    "worst_hold_path": {
        "hold_class": "in2out",
    },
    "pwr": {
        "ir_drop_uv": 11.2,
        "leakage_nw": 3.82,
        "p_per_area_nw_per_um2": 35.7,
    },
    "cells_and_area": {
        "fill_cells": 2834,
        "area_growth_pct": 15.9,
        "drive_gt1_share_pct": 7.87,
        "nFlopsAndLatches": 0,
        "seq_area_sq_um": 0,
        "num-clock-buffers": 0,
        "stdcell_count": 1555,
    },
    "sta": {
        "rsz0062_at_grt": "false",
        "tns_ns": 0,
        "timing.final.crit_share_pct": 65.8,
        "fmax_mhz": 93.3,
        "drv_slew": 0,
        "tightestPinTransition_ns": 0.968,
        "finalSetupViolations": 0,
        "hold_viol": 0,
        "period_minus_slack_ns": 10.72,
        "timing.slew.headroom_pct": 34.8,
    },
    "drt": {
        "antenna_cells": 0,
        "drc": 0,
        "dr_total_vias": 9649,
        "ant_nets": 0,
        "routed_wl_mm": 38.4,
        "wl_per_cell_um": 24.7,
        "drtIter0Drc": 1055,
        "vias_per_cell": 6.21,
        "drt_pass1_iterations": 6,
    },
    "logic_synthesis": {
        "synth_cell_types": 82,
        "yosysSeqAreaShare_pct": 0,
        "syn_area_per_cell_sq_um": 6.69,
        "top_cell": "nor2_1",
        "synthTopCellsByCount": "nor2_1 (122), a21oi_1 (121), ha_1 (97), inv_1 (97), o21ai_0 (84)",
        "synth_area_sq_um": 7910,
        "ys_cells": 1183,
        "synthCells": 1183,
        "ys_warn_count": 3,
        "synthTopCellsByArea": "ha_1 (15%), a21oi_1 (7.7%), mux2i_1 (7.6%), nor2_1 (5.8%), o21ai_0 (5.3%)",
        "top_cell_area_share_pct": 15.3,
        "yosysTopAreaCell": "ha_1",
        "ys_area_sq_um": 7910,
    },
    "clock_network": {
        "cts_hold_buf": 0,
        "cts_resized": 0,
        "cts_setup_buffers": 0,
    },
    "die": {
        "die_y_um": 164,
        "fp_util_pct": 30.5,
        "die_w_um": 164,
        "io_pins": 106,
        "core_sq_um": 26000,
        "rows": 59,
        "dieArea_sq_um": 27000,
    },
    "setup_path": {
        "crit_type": "in2out",
        "setup.worst_path.end_class": "output pin",
        "crit_path_start_kind": "primary input",
        "worstPathArrival_ns": 7.46,
        "required_ns": 13.04,
        "critPathMaxFanout": 11,
    },
    "grt": {
        "grt_overflow": 0,
        "antenna_found_initial": 0,
        "grt_pass1_vias": 8920,
        "gr-usage-all-layers_pct": 28.6,
        "grt_max_degree": 72,
        "grt_first_pass_wirelength_mm": 56.8,
    },
}
-- final cells by class --
type               count  area [sq um]  area share, %
multi-input cells    991          7170           78.1
repair buffers       128          1210           13.2
well taps            335           419           4.57
inverters            101           379           4.13
-- metrics by stage --
stage	hold slack, ns	utilization [%]	setup slack [ns]	total power [mW]	area, sq um
after detailed placement	7.84	35.3	5.60	0.318	9170
after CTS	7.84	35.3	5.60	0.320	9170
final	7.85	35.3	5.58	0.327	9170
after floorplan	6.73	-	7.37	0.192	7910
after global placement	7.86	35.3	5.60	0.321	9170
after global routing	7.89	35.3	5.31	0.351	9170
-- critical path: stages --
cell,delay (ns)
clkdlybuf4s50_1,0.74
inv_1,0.12
ha_1,0.57
and3_4,0.30
nand3_4,0.09
or3_1,0.34
o221ai_2,0.25
a21oi_2,0.16
o31ai_4,0.38
a41oi_1,0.19
or3_1,0.34
a32oi_1,0.22
clkdlybuf4s50_1,0.48
-- routing by layer --
layer	wire length [um]	GRT usage (%)
met1	17000	42.3
met2	16500	42.8
met3	3610	4.81
met4	1280	7.88
met5	0	0
-- worst paths after layout --
check | cells after the start | end | start | slack [ns]
worst min-delay path | 5 | result_o[2] | shamt_i[3] | 7.85
worst max-delay path | 13 | result_o[30] | A_i[10] | 5.58
-- where the power goes --
part	switching (mW)	total [mW]	internal [mW]	leakage [nW]
registers	0	0	0	0
clock network	0	0	0	0
logic	0.198	0.327	0.130	3.82
-- cell families (layout without fill, tap and decap cells) --
| family | Yosys count | after routing | share of synthesized area [%] |
|---|---|---|---|
| muxes | 94 | 94 | 14.0 |
| other | 1 | 1 | 0.0474 |
| xor gates and xnor gates | 3 | 3 | 0.332 |
| adders and majority gates | 99 | 99 | 15.8 |
| and+or+nand+nor | 321 | 321 | 19.0 |
| buffers and inverters | 192 | 229 | 9.76 |
| AOI/OAI and AO/OA | 473 | 473 | 41.1 |
-- cell usage in the layout (no fill, tap or decap), types with 16 or more instances in the layout --
cell,n
nor2_1,121
a21oi_1,121
clkdlybuf4s50_1,101
inv_1,97
ha_1,97
o21ai_0,84
nand2_1,79
mux2i_1,60
a211oi_1,26
buf_4,24
mux2_2,22
o211ai_1,22
nand3_1,22
nor3_1,20
o21bai_1,20
o22ai_1,19
a221o_1,17
o221ai_1,17
a221oi_1,17
nand2b_1,16
a21o_1,16
Power figures rest on the tool's default switching activity, not on a simulated workload.
