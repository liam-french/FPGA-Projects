`flow/run.sh`:
```
#!/bin/bash
# OpenROAD 26Q1-2900-gdf79404cd8, Yosys 0.63+post, stock flow scripts
make -C /OpenROAD-flow-scripts/flow DESIGN_CONFIG=/design/flow/config.mk WORK_HOME=/design/flow/orfs finish
```
`flow/config.mk`:
```
export PLATFORM = sky130hd
export DESIGN_NAME = uart_tx
export DESIGN_NICKNAME = uart_tx
export VERILOG_FILES = /design/flow/design.v
export SDC_FILE = /design/flow/constraint.sdc
export NUM_CORES = 4
export LEC_CHECK = 1
export CORE_AREA = 10 10 89 89
export DIE_AREA = 0 0 99 99
```
`flow/constraint.sdc`:
```
current_design uart_tx

set clk_period 3.3
set clk_io_pct 0.2

create_clock -name clk0 -period $clk_period [get_ports {clk_i}]

set non_clock_inputs [all_inputs -no_clocks]
set_input_delay [expr $clk_period * $clk_io_pct] -clock clk0 $non_clock_inputs
set_output_delay [expr $clk_period * $clk_io_pct] -clock clk0 [all_outputs]
```
`flow/design.v`:
```
package alu_pkg;
typedef enum logic [3:0] {
    ALU_AND = 4'b0000,
    ALU_OR  = 4'b0001,
    ALU_ADD = 4'b0010,
    ALU_XOR = 4'b0011,
    ALU_SLL = 4'b0100,
    ALU_SRL = 4'b0101,
    ALU_SUB = 4'b0110,
    ALU_SLT = 4'b0111,
    ALU_SRA = 4'b1000
} alu_ctl_t;
endpackage : alu_pkg
module uart_tx #(
    parameter int CCS_PER_BIT = 217
)(
    input logic       clk_i,
    input logic [7:0] tx_byte_i,
    input logic       tx_valid_i,
    output logic tx_data_o,
    output logic tx_done_o
);
    localparam int CC_COUNT_WIDTH = $clog2(CCS_PER_BIT);
    typedef enum logic [2:0] { 
        IDLE, START, DATA, STOP, DONE
    } tx_state_t;
    logic [CC_COUNT_WIDTH-1:0] cc_count;
    logic [2:0]                tx_data_index;
    logic [7:0]                tx_byte;
    logic                      tx_done;
    tx_state_t state = IDLE;
    always_ff @(posedge clk_i) begin
        case (state)
            IDLE: begin
                cc_count      <= 0;
                tx_data_index <= 0;
                tx_done     <= 1'b0;
                tx_data_o     <= 1'b1;  
                if (tx_valid_i == 1'b1) begin
                    tx_byte <= tx_byte_i;  
                    state <= START;
                end
                else begin
                    state <= IDLE;
                end
            end
            START: begin
                tx_data_o <= 1'b0;  
                if (cc_count < CCS_PER_BIT - 1) begin
                    cc_count  <= cc_count + 1;
                    state <= START;
                end
                else begin
                    cc_count <= 0;
                    state    <= DATA;
                end
            end
            DATA: begin
                tx_data_o <= tx_byte[tx_data_index];
                if (cc_count < CCS_PER_BIT - 1) begin
                    cc_count <= cc_count + 1;
                    state <= DATA;
                end
                else begin
                    cc_count               <= 0;
                    if (tx_data_index < 7) begin
                        tx_data_index <= tx_data_index + 1;
                        state         <= DATA;
                    end
                    else begin
                        tx_data_index <= 0;
                        state         <= STOP;
                    end
                end
            end
            STOP: begin
                tx_data_o <= 1'b1;
                if (cc_count < CCS_PER_BIT - 1) begin
                    cc_count  <= cc_count + 1;
                    state <= STOP;
                end
                else begin
                    tx_done <= 1'b1;
                    state     <= DONE;
                end
            end
            DONE: begin
                tx_done <= 1'b1;
                state     <= IDLE;
            end
            default: begin
                state <= IDLE;
            end
        endcase
    end
    assign tx_done_o = tx_done;
endmodule
module uart_rx #(
    parameter int CCS_PER_BIT = 217
)(
    input logic clk_i,
    input logic rx_data_i,
    output logic [7:0] rx_byte_o,
    output logic       rx_valid_o
);
    localparam int CC_COUNT_WIDTH = $clog2(CCS_PER_BIT);
    typedef enum logic [2:0] { 
        IDLE, START, DATA, STOP, DONE
    } rx_state_t;
    logic [CC_COUNT_WIDTH-1:0] cc_count;
    logic [2:0]                rx_data_index;
    logic [7:0]                rx_byte;
    logic                      rx_valid;
    logic                      rx_data [2];
    rx_state_t state = IDLE;
    always_ff @(posedge clk_i) begin
        rx_data[0] <= rx_data_i;
        rx_data[1] <= rx_data[0];
    end
    always_ff @(posedge clk_i) begin
        case (state)
            IDLE: begin
                rx_valid      <= 1'b0;
                cc_count      <= 0;
                rx_data_index <= 0;
                if (rx_data[1] == 1'b0) begin
                    state <= START;
                end
            end
            START: begin
                if (cc_count < CCS_PER_BIT / 2) begin
                    cc_count <= cc_count + 1;
                    state <= START;
                end
                else begin
                    if (rx_data[1] == 1'b0) begin
                        cc_count <= 0;
                        state    <= DATA;
                    end
                    else begin
                        state <= IDLE;
                    end
                end
            end
            DATA: begin
                if (cc_count < CCS_PER_BIT - 1) begin
                    cc_count <= cc_count + 1;
                    state <= DATA;
                end
                else begin
                    cc_count               <= 0;
                    rx_byte[rx_data_index] <= rx_data[1];
                    if (rx_data_index < 7) begin
                        rx_data_index <= rx_data_index + 1;
                        state         <= DATA;
                    end
                    else begin
                        rx_data_index <= 0;
                        state         <= STOP;
                    end
                end
            end
            STOP: begin  
                if (cc_count < CCS_PER_BIT - 1) begin
                    cc_count <= cc_count + 1;
                    state    <= STOP;
                end
                else begin
                    rx_valid <= 1'b1;
                    state <= DONE;
                end
            end
            DONE: begin  
                rx_valid <= 1'b0;
                state <= IDLE;
            end
            default: begin
                state <= IDLE;
            end
        endcase
    end
    assign rx_byte_o  = rx_byte;
    assign rx_valid_o = rx_valid;
endmodule
```
==> run summary <==
design area: 0.001400 mm²
data arrival time of the critical path: 1.07 ns
DRT Pass-1 Iters: 3
vias in the first global route: 795
Top cells excl fill/tap: 21 x edfxtp_1, 11 x clkdlybuf4s50_1, 5 x o21ai_0, 5 x nand2_1, 5 x nor2_1
largest net degree at the start of global routing: 17
post-synth top area share: 54.78%
die height: 99 µm
most frequent logic cell in the layout: edfxtp_1
CTS tree: built
hold violation count in the final report: 0
PnR worst setup slack: 1.567 ns
Port Buffers: 11
worst relative slew slack: 64.38%
Root Buffer Master: clkbuf_8
FP Util: 19.21%
post-synth top area cell: edfxtp_1
Cell Type Count: 33
Synth Register Bits: 24
Worst path slowest cell: clkdlybuf4s50_1
DIE AREA: 0.009801 mm²
register area share after synthesis: 60.00%
Clock Skew: 0.004385 ns
Clock transition at path regs: 0.08 ns
syn avg cell area: 13.08 µm²
WL/cell: 11.69 µm
Post CTS Setup Buffer Count: 0
Max-cap violations: 0
Tcrit/Tclk final: 52.52%
Global Route Usage Sum: 4.574%
initial drt markers: 49
placed instance count: 173
I/O pins: 12
# Cells Yosys: 88
Setup Crit Path Kind: reg -> out
hpwl dp: 1495 µm
Die X: 99 µm
cts repair resizes: 0
Worst setup SP type: flop
routability cong.: 0.7948
Post-synth EDFFs: 21
Tool Warnings: 25
Worst Path Buf+Inv: 1
Slew @ Worst Pin: 0.5335 ns
Crit. End Element: output port
worst hold path type: reg -> reg
number of diodes: 0
Fill cells: 629
pre-CTS setup slack: 1.379 ns
endpoints failing setup: 0
Layout area overhead: 21.63%
total congestion overflow: 0
CP required: 2.64 ns
P_leak: 0.4644 nW
Slew Viols, Final: 0
Total Wirelength: 2070 µm
Top FF cell, synth: edfxtp_1
routed vias: 768
Syn. warnings: 1
RSZ-0062 raised after global routing: no
fmax: 577.0 MHz
CP peak stage delay: 0.48 ns
number of routed nets with antenna violations: 0
min cycle time layout: 1.733 ns
pwr dens: 362.8 mW/mm²
first-pass GRT wire length: 3843 µm
Core Region: 0.005991 mm²
tally of non-filler cells in the final layout: 177
DRC errors left: 0
clock latency on the worst-skew pair: 0.26 ns
Post-synth ARST share: 0%
CTS H-Tree Depth: 1
Synth Instances: 88
Fin Setup TNS: 0 ns
Max VDD drop: 230.7 µV
CP Cell Sequence: clkdlybuf4s50_1
Num CTS Buffers: 3
worst-path fanout max: 1
cts hold-fix bufs: 0
initial antenna violation count: 0
Max Root-Sink Buffers: 2
CTS Sinks: 24
Post-Place Cell Area: 0.001355 mm²
Chip Area, Yosys: 0.001151 mm²
share of cells above drive strength 1: 10.78%
routed vias/inst: 4.339
Worst path top cell family by delay: buffers and inverters
Post-Synthesis Cell Area: 0.001151 mm²
top cells by area: edfxtp_1 55%, dfxtp_1 5.2%, mux4_2 3.9%
Std-Cell Rows: 28
status: complete, no violations
Final Power: 507.9 µW
power breakdown:
group / internal, mW / switching, mW / leakage [nW]
logic: 0.00936 / 0.00156 / 0.231
clock network: 0.0830 / 0.0878 / 0.0231
registers: 0.326 / 0 / 0.210
total: 0.419 / 0.0894 / 0.464
registers in the layout (all words and copies together), names as in the netlist:
| signal | count |
|---|---|
| cc_count | 8 |
| tx_byte | 8 |
| state | 3 |
| tx_data_index | 3 |
| tx_data_o | 1 |
| tx_done | 1 |
cell usage after synthesis, drive strengths merged, types with 2 or more instances:
master	instances
a211oi	4
a21oi	3
a221oi	3
a31oi	3
clkbuf	2
dfxtp	3
edfxtp	21
ha	2
inv	2
mux4	2
nand2	5
nand3	4
nand4	2
nor2	5
o21ai	6
o31ai	2
or3	3
or4	2
xnor2	2
xor2	2
metal layers:
metal  part of all wire (%)  global-route usage, %  vias up
li1                       -                      -      385
met1                     48                  6.678      370
met2                     46                  6.713       11
met3                    3.7                  1.339        2
met4                    1.7                 0.6615        0
met5                      0                      0        -
per-stage QoR:
step / utilization (%) / hold WS [ns]
3_3_place_gp: 22.62 / 0.5916
4_1_cts: 23.37 / 0.6047
2_1_floorplan: - / 0.5327
5_1_grt: 23.37 / 0.6208
6_report: 23.37 / 0.6012
3_5_place_dp: 22.62 / 0.5925
logic make-up after synthesis:
logic type	synth area share (%)
and+or+nand+nor	12.94
xor gates and xnor gates	3.044
AOI/OAI and AO/OA	15.11
muxes	4.782
buffers and inverters	1.957
DFF	60.00
adders and majority gates	2.174
area by class of cell:
class,instances,area (µm²),area share (%)
Timing Repair Buffer,13,125.1,8.937
Clock inverter,1,3.754,0.2681
Clock buffer,3,41.29,2.949
Multi-Input combinational cell,59,437.9,31.28
Tap cell,75,93.84,6.702
Sequential cell,24,690.7,49.33
Inverter,2,7.507,0.5362
worst paths after layout:
check	startpoint	to	depth (start not counted)	slack, ns
setup / recovery	tx_done	tx_done_o	1	1.57
hold / removal	cc_count[0]	cc_count[0]	1	0.60
setup reg to reg	cc_count[3]	cc_count[5]	4	1.64
hold reg to reg	cc_count[0]	cc_count[0]	1	0.60
No activity file was given, so power comes from the tool's default toggle rates.
